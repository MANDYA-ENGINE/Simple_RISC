**flow/run.sh**
```bash
#!/bin/bash
# OpenROAD 26Q1-2900-gdf79404cd8, Yosys 0.63+post, stock flow scripts
make -C /OpenROAD-flow-scripts/flow DESIGN_CONFIG=/design/flow/config.mk WORK_HOME=/design/flow/orfs finish
```
**flow/config.mk**
```make
export PLATFORM = sky130hd
export DESIGN_NAME = Simple_RISC_Processor
export DESIGN_NICKNAME = Simple_RISC_Processor
export VERILOG_FILES = /design/flow/design.v
export SDC_FILE = /design/flow/constraint.sdc
export NUM_CORES = 4
export LEC_CHECK = 1
export CORE_AREA = 10 10 128 128
export DIE_AREA = 0 0 138 138
export SYNTH_HDL_FRONTEND = slang
export SYNTH_MEMORY_MAX_BITS = 65536
```
**flow/constraint.sdc**
```tcl
current_design Simple_RISC_Processor

set clk_period 6.0
set clk_io_pct 0.2

create_clock -name clk0 -period $clk_period [get_ports {Clk}]

set non_clock_inputs [all_inputs -no_clocks]
set_input_delay [expr $clk_period * $clk_io_pct] -clock clk0 $non_clock_inputs
set_output_delay [expr $clk_period * $clk_io_pct] -clock clk0 [all_outputs]
```
**flow/design.v**
```verilog
`timescale 1ns / 1ps
module Simple_RISC_Processor(
    input wire Clk,
    input wire reset,
    output wire [31:0] Instruction,
    output wire [31:0] pc_current,
    output wire [31:0] aluResult,
    output wire [31:0] ldResult,
    output wire [31:0] op1,
    output wire [31:0] op2,
    output wire [31:0] immx,
    output wire isWb,
    output wire isLd,
    output wire isSt,
    output wire isBranchTaken,
    output wire [1:0] Flag
);
    wire [31:0] branchPC;
    wire isBeq, isBgt, isUBranch;
    wire isRet, isCall;
    wire isImmediate;
    wire [4:0] opcode; 
    wire [31:0] ra;
    wire [31:0] reg_data1, reg_data2;
    wire I;
    wire [31:0] branchTarget;
    wire [3:0] reg_addr1, reg_addr2;
    wire [3:0] Rd;
    wire [14:0] aluSignals;
    IF u_instruction_fetch(
        .Clk(Clk),
        .reset(reset),
        .isBranchTaken(isBranchTaken),
        .branchPC(branchPC),
        .pc_current(pc_current),
        .Instruction(Instruction)
    );
    OF u_operand_fetch(
        .isRet(isRet),
        .isSt(isSt),
        .Instruction(Instruction),
        .pc_current(pc_current),
        .ra(ra),
        .reg_data1(reg_data1),
        .reg_data2(reg_data2),
        .opcode(opcode),
        .I(I),
        .immx(immx),
        .branchTarget(branchTarget),
        .op1(op1),
        .op2(op2),
        .Rd(Rd),
        .reg_addr1(reg_addr1),
        .reg_addr2(reg_addr2)
    );
    ALU u_alu(
        .op1(op1),
        .op2(op2),
        .immx(immx),
        .isImmediate(isImmediate),
        .aluSignals(aluSignals),
        .aluResult(aluResult),
        .Flag(Flag)
    );
    EX u_execute(
        .branchTarget(branchTarget),
        .op1(op1),
        .op2(op2),
        .isRet(isRet),
        .isBeq(isBeq),
        .isBgt(isBgt),
        .isUBranch(isUBranch),
        .Flag(Flag),
        .isBranchTaken(isBranchTaken),
        .branchPC(branchPC)
    );
    MA u_memory_access(
        .Clk(Clk),
        .reset(reset),
        .aluResult(aluResult),
        .op2(op2),
        .isLd(isLd),
        .isSt(isSt),
        .ldResult(ldResult)
    );
    RW u_register_file(
        .Clk(Clk),
        .reset(reset),
        .isWb(isWb),
        .isCall(isCall),
        .isLd(isLd),
        .Rd(Rd),
        .aluResult(aluResult),
        .ldResult(ldResult),
        .pc_current(pc_current),
        .reg_addr1(reg_addr1),
        .reg_addr2(reg_addr2),
        .reg_data1(reg_data1),
        .reg_data2(reg_data2)
    );
    CU u_control_unit(
        .opcode(opcode),
        .I(I),
        .aluSignals(aluSignals),
        .isRet(isRet),
        .isSt(isSt),
        .isWb(isWb),
        .isBeq(isBeq),
        .isBgt(isBgt),
        .isUBranch(isUBranch),
        .isLd(isLd),
        .isCall(isCall),
        .isImmediate(isImmediate)
    );
endmodule
`timescale 1ns / 1ps
module ALU(
    input signed [31:0] op1,          
    input signed [31:0] op2,          
    input signed [31:0] immx,         
    input isImmediate,         
    input [14:0]aluSignals,
    output reg signed [31:0] aluResult,  
    output reg [1:0] Flag
);
reg signed [31:0] opB;
wire isAdd = aluSignals[0];
wire isSub = aluSignals[1];
wire isMul = aluSignals[2];
wire isDiv = aluSignals[3];
wire isMod = aluSignals[4];
wire isCmp = aluSignals[5];
wire isAnd = aluSignals[6];
wire isOr = aluSignals[7];
wire isNot = aluSignals[8];
wire isMov = aluSignals[9];
wire isLsl = aluSignals[10];
wire isLsr = aluSignals[11];
wire isAsr = aluSignals[12];
wire isLd = aluSignals[13];
wire isSt = aluSignals[14];
always @(*) begin
    opB = (isImmediate)? immx:op2;
    aluResult = 32'b0;
    Flag[0] = 1'b0;  
    Flag[1] = 1'b0;  
    if (isAdd)
        aluResult = op1 + opB;
    else if (isSub)
        aluResult = op1 - opB;
    else if (isMul) 
        aluResult = op1*opB;
    else if (isDiv) begin
        if (opB == 0) begin
            aluResult = 32'hFFFFFFFF;  
        end else begin
            aluResult = op1/opB;
        end
    end   
    else if (isMod) begin
        if (opB == 0) begin
            aluResult = 32'hFFFFFFFF;  
        end else begin
            aluResult = op1%opB;
        end
    end
    else if (isCmp)begin 
        if (op1 == opB) begin
            aluResult = 32'b0;
            Flag[0] = 1'b0;  
            Flag[1] = 1'b1;  
        end
        else if (op1 > opB) begin
            aluResult = 32'b1;
            Flag[0] = 1'b1; 
            Flag[1] = 1'b0;
        end else begin
            aluResult = -32'b1;  
            Flag[0] = 1'b0;
            Flag[1] = 1'b0;
        end
    end
    else if (isAnd) 
        aluResult = op1&opB;
    else if (isNot) 
        aluResult = ~opB;
    else if (isMov) 
        aluResult = opB;
    else if (isLsl) 
        aluResult = op1<<opB;
    else if (isLsr) 
        aluResult = op1>>opB;
    else if (isAsr) 
        aluResult = op1>>>opB;
    else if (isLd) 
        aluResult = op1 + opB;
    else if (isSt) 
        aluResult = op1 + opB;
end  
endmodule
`timescale 1ns / 1ps
module CU(
    input [4:0] opcode,
    input I,
    output reg [14:0] aluSignals,
    output reg isRet,
    output reg isSt,
    output reg isWb,
    output reg isBeq,
    output reg isBgt,
    output reg isUBranch,
    output reg isLd,
    output reg isCall,
    output reg isImmediate  
);
    reg isAdd;
    reg isSub;
    reg isMul;
    reg isDiv;
    reg isMod;
    reg isCmp;
    reg isAnd;
    reg isOr;
    reg isNot;
    reg isMov;
    reg isLsl;
    reg isLsr;
    reg isAsr;
    always @(*) begin
        isAdd = 0;
        isSub = 0;
        isMul = 0;
        isDiv = 0;
        isMod = 0;
        isCmp = 0;
        isAnd = 0;
        isOr  = 0;
        isNot = 0;
        isMov = 0;
        isLsl = 0;
        isLsr = 0;
        isAsr = 0;
        isLd  = 0;
        isSt  = 0;
        isBeq = 0;
        isBgt = 0;
        isUBranch = 0;
        isImmediate = 0;
        isWb = 1;
        isCall = 0;
        isRet = 0;
        case (opcode)
            5'b00000: isAdd = 1;
            5'b00001: isSub = 1;
            5'b00010: isMul = 1;
            5'b00011: isDiv = 1;
            5'b00100: isMod = 1;
            5'b00101: begin
                isCmp = 1;
                isWb = 0;
            end
            5'b00110: isAnd = 1;
            5'b00111: isOr  = 1;
            5'b01000: isNot = 1;
            5'b01001: isMov = 1;
            5'b01010: isLsl = 1;
            5'b01011: isLsr = 1;
            5'b01100: isAsr = 1;
            5'b01101: isWb = 0;     
            5'b01110: isLd  = 1;
            5'b01111: begin
                isSt = 1;
                isWb = 0;
            end
            5'b10000: begin
                isBeq = 1;
                isWb = 0;
            end
            5'b10001:  begin
                isBgt = 1;
                isWb = 0;
            end
            5'b10010: begin
                isUBranch = 1;
                isWb = 0;
            end
            5'b10011: begin 
                isUBranch = 1;
                isCall = 1;
            end
            5'b10100: begin
                isUBranch = 1;
                isRet = 1;
                isWb = 0;
            end
            default: ;  
        endcase
        if (I == 1'b1) begin
            isImmediate = I;
        end
        aluSignals = {
            isSt,     
            isLd,     
            isAsr,    
            isLsr,    
            isLsl,    
            isMov,    
            isNot,    
            isOr,     
            isAnd,    
            isCmp,    
            isMod,    
            isDiv,    
            isMul,    
            isSub,    
            isAdd     
        };
    end
endmodule
`timescale 1ns / 1ps
module EX(
    input [31:0] branchTarget,
    input [31:0] op1,op2,
    input isRet,
    input isBeq,
    input isBgt,
    input isUBranch,
    input [1:0] Flag,
    output reg isBranchTaken,
    output reg [31:0] branchPC
    );
reg w1, w2;
always @(*) begin
    isBranchTaken = 0;
    if (isRet == 1) begin
        branchPC = op1;
    end
    else begin
        branchPC = branchTarget;
    end
    w1 = isBgt && Flag[0];  
    w2 = isBeq && Flag[1];  
    isBranchTaken = w1 || w2 || isUBranch ;
end
endmodule
`timescale 1ns / 1ps
module IF(
    input Clk,
    input reset,
    input isBranchTaken,
    input [31:0] branchPC,
    output reg [31:0] pc_current,
    output reg [31:0] Instruction
);
reg [31:0] PC;  
reg [7:0] InstructionMemory [0:1023];  
initial begin
    $readmemh("input.hex", InstructionMemory);
end
always @(posedge Clk) begin
    if (reset) begin
        PC <= 0;
        pc_current <= 0;
        Instruction <= 0;
    end else begin
        pc_current <= PC;
        Instruction[7:0]   <= InstructionMemory[PC];
        Instruction[15:8]  <= InstructionMemory[PC + 1];
        Instruction[23:16] <= InstructionMemory[PC + 2];
        Instruction[31:24] <= InstructionMemory[PC + 3];
        if (isBranchTaken)
            PC <= branchPC;
        else
            PC <= PC + 4;
    end
end
endmodule
`timescale 1ns/1ps
module MA(
    input wire Clk,
    input wire reset,
    input wire [31:0] aluResult,    
    input wire [31:0] op2,          
    input wire isLd,                
    input wire isSt,                
    output reg [31:0] ldResult      
);
    reg [31:0] mar;
    reg [31:0] mdr; 
    reg [7:0] data_memory [0:1023];
    always @(posedge Clk or posedge reset) begin
        if (reset) begin
            ldResult <= 32'b0;
            mar <= 32'b0;
            mdr <= 32'b0;
        end else begin
            mar <= aluResult;
            if (isSt) begin
                mdr <= op2;
                data_memory[aluResult]     <= op2[7:0];
                data_memory[aluResult + 1] <= op2[15:8];
                data_memory[aluResult + 2] <= op2[23:16];
                data_memory[aluResult + 3] <= op2[31:24];
            end
            if (isLd) begin
                ldResult <= {
                    data_memory[aluResult + 3],
                    data_memory[aluResult + 2],
                    data_memory[aluResult + 1],
                    data_memory[aluResult]
                };
                mdr <= ldResult;
            end
        end
    end
endmodule
`timescale 1ns / 1ps
module OF(
    input isRet, isSt,
    input [31:0] Instruction,
    input [31:0] pc_current,
    input [31:0] ra,   
    input [31:0] reg_data1, reg_data2,   
    output reg [4:0] opcode,
    output reg I,
    output reg signed [31:0] immx, branchTarget, op1, op2,
    output reg [3:0] Rd,
    output reg [3:0] reg_addr1, reg_addr2   
);
reg signed [15:0] Imm_temp;
reg signed [26:0] branch_temp;
reg [28:0] shifted_branch;
always @(*) begin
    opcode = Instruction[31:27];  
    I = Instruction[26];
    Rd = Instruction[25:22];
    branch_temp = Instruction[26:0];
    Imm_temp = Instruction[15:0]; 
    if (I == 1) begin
        if (Instruction[17:16] == 2'b00) begin
            immx = {{16{Imm_temp[15]}}, Imm_temp};   
        end
        else if (Instruction[17:16] == 2'b01) begin
            immx = {16'b0, Imm_temp};   
        end
        else if (Instruction[17:16] == 2'b10) begin
            immx = {Imm_temp, 16'b0};   
        end
        shifted_branch = branch_temp << 2;   
        branchTarget = {{3{shifted_branch[28]}}, shifted_branch} + pc_current;
    end
    if (isRet == 1) begin
        reg_addr1 = 4'b1111;   
    end
    else begin
        reg_addr1 = Instruction[22:19];   
    end
    if (isSt == 1) begin
        reg_addr2 = Instruction[26:23];   
    end
    else begin
        reg_addr2 = Instruction[18:15];   
    end
    op1 = reg_data1;
    op2 = reg_data2;
end
endmodule
`timescale 1ns / 1ps
module RW(
    input wire Clk,
    input wire reset,
    input wire isWb,
    input wire isCall,
    input wire isLd,
    input wire [3:0] Rd,
    input wire [31:0] aluResult,
    input wire [31:0] ldResult,
    input wire [31:0] pc_current,
    input wire [3:0] reg_addr1,
    input wire [3:0] reg_addr2,
    output wire [31:0] reg_data1,
    output wire [31:0] reg_data2
);
    reg [31:0] registers [0:15];
    reg [3:0] reg_sel;
    reg [31:0] result;
    always @(*) begin
        case ({isLd, isCall})
            2'b00: result = aluResult;
            2'b01: result = ldResult;
            2'b10: result = pc_current + 4;
            default: result = 32'bx;
        endcase
        reg_sel = (isCall) ? 4'b1111 : Rd;
    end
    integer j;
    always @(posedge Clk or posedge reset) begin
        if (reset) begin
            for (j = 0; j < 16; j = j + 1)
                registers[j] <= 32'b0;
        end
        else if (isWb && reg_sel != 4'b0000) begin
            registers[reg_sel] <= result;
        end
    end
    assign reg_data1 = registers[reg_addr1];
    assign reg_data2 = registers[reg_addr2];
endmodule
```
==> flow_metrics.env <==
# yosys + openroad results
export IMPL_cts_hold_fix_buffers=0
export IMPL_place_port_buffers=31
export IMPL_achievable_frequency_mhz=429
export IMPL_synth_top_flop_cell="dfxtp_1"
export IMPL_final_antenna_net_count=0
export IMPL_setup_viol=0
export IMPL_synth_async_reset_ratio=0
export IMPL_cts_buffers_inserted=9
export IMPL_min_delay_path_depth=1
export IMPL_area_sequential_sq_um=1200
export IMPL_grt_antenna_before_repair=0
export IMPL_route_detailed_drc=0
export IMPL_endpoint_kind="primary output"
export IMPL_rsz0062_at_grt="false"
export IMPL_log_warning_count=25
export IMPL_numClockSinks=60
export IMPL_hold_path_end="u_instruction_fetch.PC[2]$_SDFF_PP0_"
export IMPL_worst_slew_pin_slew_ns=0.567
export IMPL_fp_dieArea_sq_um=19000
export IMPL_antenna_cells=0
export IMPL_gpl_final_weighted_congestion=0.758
export IMPL_crit_buf_inv=1
export IMPL_mi_logic_area_sq_um=1630
export IMPL_ys_cells=417
export IMPL_critical_path_reg2reg_startpoint="u_instruction_fetch.PC[10]$_SDFF_PP0_"
export IMPL_unique_masters_post_synth=28
export IMPL_layout_cells_most_common="conb_1"
export IMPL_clk_transition_reported_paths_ns=0.05
export IMPL_max_stage_delay_ns=0.49
export IMPL_cts_repair_timing_setup_buffer_count=0
export IMPL_drtIter0Drc=88
export IMPL_gr_total_overflow=0
export IMPL_die_h_um=138
export IMPL_worstSkewPairLatency_ns=0.32
export IMPL_track_usage=0.0620
export IMPL_timing_final_hold_violations=0
export IMPL_post_cts_resized=0
export IMPL_timing_hold_ws_ns=0.467
export IMPL_synthesis_area_per_instance_sq_um=8.73
export IMPL_syn_inst=417
export IMPL_tns_ns=0
export IMPL_cts_tree="done"
export IMPL_maximum_number_of_pins_on_one_net_before_global_route_repair=61
export IMPL_areaGrowthSynthToFinish_pct=1.07
export IMPL_num_rows=43
export IMPL_synth_warning_count=0
export IMPL_syn_area_sq_um=3640
export IMPL_r2r_end="u_instruction_fetch.PC[25]$_SDFF_PP0_"
export IMPL_preCtsSetupSlack_ns=3.71
export IMPL_critical_path_arrival_ns=1.13
export IMPL_route_vias_total=2051
export IMPL_synth_chip_area_sq_um=3640
export IMPL_drv_slew=0
export IMPL_floorplan_die_width_um=138
export IMPL_fillerInstances=1526
export IMPL_route_detailed_wl_per_inst_um=10.7
export IMPL_report_power_total_uw=930
export IMPL_clockBufferDepth=2
export IMPL_enable_flop_cells=0
export IMPL_critical_path_max_fanout=1
export IMPL_vdd_ir_drop_max_v=0.0000991
export IMPL_most_common_layout_cells="conb_1 (200), dfxtp_1 (60), clkdlybuf4s50_1 (30), nor2b_1 (29), nor2_1 (24)"
export IMPL_clock_tree_root_cell="clkbuf_16"
export IMPL_hold_path_class="reg2reg"
export IMPL_timing_reg2reg_setup_slack_ns=3.86
export IMPL_required_time_worst_endpoint_ns=4.80
export IMPL_first_pass_iters=4
export IMPL_hold_path_startpoint="u_instruction_fetch.PC[2]$_SDFF_PP0_"
export IMPL_leakagePower_uw=0.00166
export IMPL_finalWorstPathRequiredPeriod_ns=2.33
export IMPL_clock_skew_ns=0.00706
export IMPL_first_pass_grt_wire_length_um=10400
export IMPL_crit_path_cells="clkdlybuf4s50_1"
export IMPL_viasPerCell=3.25
export IMPL_floorplan_initialDensity=0.264
export IMPL_worst_setup_path_type="reg2out"
export IMPL_ys_seq_share=0.330
export IMPL_drive_above_1_share=0.0619
export IMPL_cp_top_family="buffers and inverters"
export IMPL_drv_cap=0
export IMPL_p_per_area_nw_per_um2=253
export IMPL_htreeDepth=3
export IMPL_worst_r2r_cell_count=4
export IMPL_boundaryPins=232
export IMPL_setup_ws_ns=3.67
export IMPL_drt_total_wl_um=6740
export IMPL_relSlewSlack=0.622
export IMPL_critPathLaunchType="register"
export IMPL_first_global_vias=2173
export IMPL_cpMaxStageDelayCell="clkdlybuf4s50_1"
export IMPL_dpl_hpwl_um=5430
export IMPL_core_sq_um=13800
export IMPL_status="completed"
export IMPL_synth_flop_count=60
export IMPL_finalClockPeriodUsage=0.389
[cells in the mapped netlist, types with 5 or more instances]
master / count / area, sq um
or4_1: 5 / 37.5
nor2b_1: 29 / 181
nand2_1: 10 / 37.5
clkbuf_1: 7 / 26.3
dfxtp_1: 60 / 1200
mux2_2: 8 / 90.1
a21oi_1: 7 / 35.0
nand3_1: 11 / 55.1
buf_4: 200 / 1500
and3_1: 5 / 31.3
nand4_1: 7 / 43.8
xor2_1: 10 / 87.6
nor2_1: 24 / 90.1
[cell type report]
type	count	area share
multi-input combinational	342	0.443
sequential	60	0.327
timing repair buffer	32	0.0850
clock buffer	10	0.0650
tap	180	0.0612
clock inverter	6	0.0173
inverter	2	0.00204
[layer usage]
| metal | wire length, um | track usage | vias up |
|---|---|---|---|
| li1 | - | - | 1005 |
| met2 | 3230 | 0.105 | 130 |
| met5 | 0 | 0 | - |
| met4 | 87 | 0.00888 | 0 |
| met1 | 2780 | 0.0710 | 908 |
| met3 | 633 | 0.0299 | 8 |
[flip-flops by register name, summed over array words and instances (netlist names)]
| signal | count |
|---|---|
| u_instruction_fetch.PC | 30 |
| u_instruction_fetch.pc_current | 30 |
[report_power, final]
part           internal [uW]  total, uW  leakage [uW]  switching (uW)
Sequential               402        404      0.000484            2.15
Clock                    331        504      0.000144             173
Combinational           5.13       22.0       0.00103            16.9
Total                    738        930       0.00166             192
[worst register-to-register path: stages, from the launching register on]
cell     delay (ns)
dfxtp_1        0.45
nand4_1        0.14
or4_1          0.75
or4_1          0.57
a21oi_1        0.16
[per-stage QoR]
step,instance area (sq um),util,std cells
after detailed placement,3380,0.245,616
after global routing,3680,0.267,632
after global placement,3380,0.245,616
after CTS,3680,0.267,632
final,3680,0.267,632
after floorplan,4380,-,615
[worst max path at each step]
| stage | start | to | slack [ns] | cells after the start |
|---|---|---|---|---|
| after CTS | u_instruction_fetch.pc_current[26]$_SDFF_PP0_ | pc_current[26] | 3.63 | 1 |
| after global routing | u_instruction_fetch.pc_current[26]$_SDFF_PP0_ | pc_current[26] | 3.62 | 1 |
| final | u_instruction_fetch.pc_current[26]$_SDFF_PP0_ | pc_current[26] | 3.67 | 1 |
[cell families after synthesis]
group / Yosys count / share of synthesized area
xor gates and xnor gates: 12 / 0.0289
and+or+nand+nor: 105 / 0.157
other: 2 / 0.00206
buffers and inverters: 213 / 0.427
AOI/OAI and AO/OA: 16 / 0.0268
muxes: 8 / 0.0248
adders and majority gates: 1 / 0.00344
DFF: 60 / 0.330
Power and IR drop assume default switching activity.
